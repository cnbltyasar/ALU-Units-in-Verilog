<file path="design/flow/design.v">
`timescale 1ns / 1ps
module unsigned_divider 
#(
    parameter                      XLEN          = 32,
    parameter [(XLEN)-1:0]             STAGE_LIST    = 0
)
(
    input              clk,
    input              rst,
    input  [(XLEN)-1:0]    a,
    input  [(XLEN)-1:0]    b,
    input              vld,
    output [(XLEN)-1:0]    quo,
    output [(XLEN)-1:0]    rem,
    output             ack
);
    reg               ready    [(XLEN+1)-1:0];
    reg [(XLEN)-1:0]      dividend [(XLEN+1)-1:0];  
    reg [(XLEN)-1:0]      divisor  [(XLEN+1)-1:0];
    reg [(XLEN)-1:0]      quotient [(XLEN+1)-1:0];     
    always@* begin
        ready[0]    = vld;    
        dividend[0] = a;
        divisor[0]  = b;
        quotient[0] = 0;
    end   
    generate
    	genvar i;
    	for (i=0;i<XLEN;i=i+1) begin:gen_div
            wire [i:0]      m = dividend[i]>>(XLEN-i-1);
            wire [i:0]      n = divisor[i];
    	    wire            q = (|(divisor[i]>>(i+1))) ? 1'b0 : ( m>=n );
    	    wire [i:0]      t = q ? (m - n) : m;
			wire [XLEN-1:0] u = dividend[i]<<(i+1);
    	    wire [XLEN+i:0] d = {t,u}>>(i+1);
            if (STAGE_LIST[XLEN-i-1]) begin:gen_ff
                always @ ( posedge clk or posedge  rst ) if (   rst   )  ready[i+1] <= 0;  else
                ready[i+1] <= ready[i];
                always @ ( posedge clk or posedge  rst ) if (   rst   )  dividend[i+1] <= 0;  else
                dividend[i+1] <= d;
                always @ ( posedge clk or posedge  rst ) if (   rst   )  divisor[i+1] <= 0;  else
                divisor[i+1] <= divisor[i];
                always @ ( posedge clk or posedge  rst ) if (   rst   )  quotient[i+1] <= 0;  else
                quotient[i+1] <= quotient[i]|(q<<(XLEN-i-1));
            end else begin:gen_comb
                always @* begin
                	ready[i+1]    = ready[i];
                	dividend[i+1] = d;
                    divisor[i+1]  = divisor[i];
                	quotient[i+1] = quotient[i]|(q<<(XLEN-i-1));                	
                end
            end
        end
    endgenerate
    assign quo = quotient[XLEN];
    assign rem = dividend[XLEN];
    assign ack = ready[XLEN];
endmodule
</file>
<file path="design/flow/run.sh">
#!/bin/bash
# OpenROAD 26Q1-2900-gdf79404cd8, Yosys 0.63+post, stock flow scripts
make -C /OpenROAD-flow-scripts/flow DESIGN_CONFIG=/design/flow/config.mk WORK_HOME=/design/flow/orfs finish
</file>
<file path="design/flow/config.mk">
export PLATFORM = sky130hd
export DESIGN_NAME = unsigned_divider
export DESIGN_NICKNAME = unsigned_divider
export VERILOG_FILES = /design/flow/design.v
export SDC_FILE = /design/flow/constraint.sdc
export NUM_CORES = 4
export LEC_CHECK = 1
export CORE_UTILIZATION = 30
</file>
<file path="design/flow/constraint.sdc">
current_design unsigned_divider

set clk_period 296.1
set clk_io_pct 0.2

create_clock -name clk0 -period $clk_period

set non_clock_inputs [all_inputs -no_clocks]
set_input_delay [expr $clk_period * $clk_io_pct] -clock clk0 $non_clock_inputs
set_output_delay [expr $clk_period * $clk_io_pct] -clock clk0 [all_outputs]
</file>
==> flow_summary.yaml <==
# implementation run metrics
outcome:
  outcome: "finished clean"
worst_setup_path:
  worstPathRequired_ps: 236880
  cp-endpoint: "rem[18]"
  path_max_fanout: 42
  crit_path_start: "b[16]"
  max_stage_delay_ps: 910
  arrival_ps: 152750
  crit_type: "input port to primary output"
  end_kind: "primary output"
  critical_path.slowest_cell: "o31ai_1"
  start_kind: "input port"
  cp_common_cell: "ha_1"
synth:
  synth_area_mm2: 0.03489
  ys_area_mm2: 0.03489
  synth.avg_cell_area_um2: 6.708
  synth_cell_type_count: 107
  top_area_cell: "ha_1"
  ys_seq_share: 0
  area_leaders: "ha_1, a21oi_1, xnor2_1"
  yosys_cells: 5201
  synth_cells: 5201
  yosys_warnings: 5
  netlist.area_leader.share: 0.1894
grt:
  grt_pass1_vias: 35812
  grt_max_degree: 43
  antenna_found_initial: 2
  grt-ovfl-total: 0
  grt_usage: 0.2455
  grt_pass1_wl_um: 220100
clock_network:
  hold_buffers: 0
  cts_resized: 0
  cts_setup_buffers: 0
power:
  netSwitchingFraction: 0.5661
  power_uw: 101.8
  powerDensity_mw_per_mm2: 2.681
  clkPwrFrac: 0
  switching_power_uw: 57.64
  p_seq_frac: 0
  leakage_uw: 0.01686
  p_comb_frac: 1.000
  ir_drop_uv: 1.908
  p_int_uw: 44.16
sta:
  rsz0062_at_grt: "no"
  slew_headroom: 0.3004
  fin_crit_sh: 0.7159
  tightestPinTransition_ps: 1023
  hold_viol: 0
  setup_tns_ps: 0
  period_needed_ps: 211970
  setup_violations: 0
  max_freq_mhz: 4.718
  drv_slew: 0
run:
  maxCapViolCount: 0
  tool_warnings: 35
routing:
  wl_per_cell_um: 21.76
  first_iter_violations: 3489
  antenna_left: 0
  route.detailed.drc: 0
  drt-total-wl_um: 147300
  first_pass_iters: 8
  num_vias: 40004
  vias_per_cell: 5.912
  n_antenna_cell: 0
cells_and_area:
  finish.utilization: 0.3308
  area_growth_pct: 8.848
  regArea_um2: 0
  flop-count: 0
  drive_above_1_share: 0.05614
  n_fill_cell: 12414
  finalNonFillerCells: 6767
  clock_buffers: 0
  comb_area_mm2: 0.03316
floorplanning:
  fp-utilization: 0.3039
  die-area_mm2: 0.1177
  core_mm2: 0.1148
  num_rows: 124
  die_x_um: 343.0
  ios: 132
  fp.dieH_um: 343.0
placed_design:
  finalWeightedCongestion: 1.046
  place_hpwl_um: 119500
  portBuffers: 128
  dp.cells: 6767
min_path:
  hold_path_class: "input port to primary output"
## how the worst min path moves through the flow
stage / slack (ps) / endpoint / start / cells past startpoint
finish: 118440 / ack / vld / 0
global route: 118440 / ack / vld / 0
CTS: 118440 / ack / vld / 0
## power by group through the flow
| stage | combinational (uW) | sequential [uW] | clock (uW) |
|---|---|---|---|
| finish | 102 | 0 | 0 |
| global route | 112 | 0 | 0 |
| CTS | 101 | 0 | 0 |
## critical path, delay by kind of cell
family	cells	cell delay, ps
AOI/OAI and AO/OA	139	44380
adders and majority gates	31	11190
buffers and inverters	45	12030
muxes	6	3000
and+or+nand+nor	90	22490
## stage by stage
step,hold slack [ps],setup slack (ps),instance area (um^2)
global route,118440,78890,37970
detailed placement,118440,86350,37970
CTS,118440,85970,37970
floorplan,118510,107080,34890
finish,118440,84130,37970
global placement,118440,86500,37970
## layout make-up
cell class,instances,share of cell area
multi-input cells,4776,0.8733
repair buffers,215,0.05074
well taps,1512,0.04982
inverters,264,0.02610
## kinds of logic (layout without fill, tap and decap cells)
kind of cell | Yosys count | count (layout) | share of synthesized area
buf+inv | 425 | 479 | 0.05032
xor+xnor | 363 | 363 | 0.09113
compound gates | 1893 | 1893 | 0.3634
fa+ha+maj | 559 | 559 | 0.2072
simple gates | 1846 | 1846 | 0.2526
mux | 115 | 115 | 0.03540
## routing by layer
layer	vias to the layer above	part of all wire	GRT usage	routed length (um)
met3	254	0.069	0.02148	10210
met1	18652	0.46	0.3614	68110
met4	4	0.038	0.07574	5589
met5	-	0.00017	0	25
met2	1535	0.43	0.3782	63350
li1	19559	-	-	-
## layout by cell type, fill, tap and decap left out, types with 18 or more instances in the layout
cell type        Yosys  routed
clkdlybuf4s50_1      0     126
and2_1              43      43
o211ai_1            46      46
nand2_1            519     519
mux2i_1             48      48
ha_1               528     528
o31a_1              33      33
o31ai_1             51      51
a211oi_1            45      44
and3_1              49      49
a31oi_1             73      73
nand3b_1            19      19
xnor2_1            258     258
a21o_1             233     232
nand3_1            107     107
nor4_1              34      34
o21bai_1            68      68
xor2_1             105     105
nor3_1             137     137
mux2_2              67      67
a21oi_1            470     470
a221o_1             19      19
buf_4               34      88
or3_1               64      64
a211o_1             21      21
or2_2               43      43
o21ai_0            342     341
fa_1                31      31
a2111oi_0           19      18
nor2b_1             92      92
a21boi_0            34      34
nand4_1             77      77
nor2_1             526     525
nand2b_1            79      79
o22ai_1             25      25
inv_1              253     246
o21a_1             160     160
## synth_stat cells, types with 68 or more instances
cell	n
a31oi_1	73
xor2_1	105
nand3_1	107
inv_1	253
o21a_1	160
nand2_1	519
xnor2_1	258
nor3_1	137
a21o_1	233
ha_1	528
nand4_1	77
nor2b_1	92
o21ai_0	342
clkbuf_1	86
nor2_1	526
o21bai_1	68
nand2b_1	79
a21oi_1	470
Power is estimated from default activity; no workload was simulated.
